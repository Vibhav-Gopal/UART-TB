==> design.v <==
module uart_rx (
reset          ,
rxclk          ,
uld_rx_data    ,
rx_data        ,
rx_enable      ,
rx_in          ,
rx_empty
);
input        reset          ;
input        rxclk          ;
input        uld_rx_data    ;
output [7:0] rx_data        ;
input        rx_enable      ;
input        rx_in          ;
output       rx_empty       ;
reg [7:0]    rx_reg         ;
reg [7:0]    rx_data        ;
reg [3:0]    rx_sample_cnt  ;
reg [3:0]    rx_cnt         ;  
reg          rx_frame_err   ;
reg          rx_over_run    ;
reg          rx_empty       ;
reg          rx_d1          ;
reg          rx_d2          ;
reg          rx_busy        ;
always @ (posedge rxclk or posedge reset)
if (reset) begin
  rx_reg        <= 0; 
  rx_data       <= 0;
  rx_sample_cnt <= 0;
  rx_cnt        <= 0;
  rx_frame_err  <= 0;
  rx_over_run   <= 0;
  rx_empty      <= 1;
  rx_d1         <= 1;
  rx_d2         <= 1;
  rx_busy       <= 0;
end else begin
  rx_d1 <= rx_in;
  rx_d2 <= rx_d1;
  if (uld_rx_data) begin
    rx_data  <= rx_reg;
    rx_empty <= 1;
  end
  if (rx_enable) begin
    if (!rx_busy && !rx_d2) begin
      rx_busy       <= 1;
      rx_sample_cnt <= 1;
      rx_cnt        <= 0;
    end
    if (rx_busy) begin
       rx_sample_cnt <= rx_sample_cnt + 1;
       if (rx_sample_cnt == 7) begin
          if ((rx_d2 == 1) && (rx_cnt == 0)) begin
            rx_busy <= 0;
          end else begin
            rx_cnt <= rx_cnt + 1; 
            if (rx_cnt > 0 && rx_cnt < 9) begin
              rx_reg[rx_cnt - 1] <= rx_d2;
            end
            if (rx_cnt == 9) begin
               rx_busy <= 0;
               if (rx_d2 == 0) begin
                 rx_frame_err <= 1;
               end else begin
                 rx_empty     <= 0;
                 rx_frame_err <= 0;
                 rx_over_run  <= (rx_empty) ? 0 : 1;
               end
            end
          end
       end 
    end 
  end
  if (!rx_enable) begin
    rx_busy <= 0;
  end
end
endmodule
==> run.sh <==
#!/bin/bash
# OpenROAD 26Q1-2900-gdf79404cd8, Yosys 0.63+post, stock flow scripts
make -C /OpenROAD-flow-scripts/flow DESIGN_CONFIG=/design/flow/config.mk WORK_HOME=/design/flow/orfs finish
==> config.mk <==
export PLATFORM = sky130hd
export DESIGN_NAME = uart_rx
export DESIGN_NICKNAME = uart_rx
export VERILOG_FILES = /design/flow/design.v
export SDC_FILE = /design/flow/constraint.sdc
export NUM_CORES = 4
export LEC_CHECK = 1
export CORE_AREA = 10 10 100 100
export DIE_AREA = 0 0 110 110
==> constraint.sdc <==
current_design uart_rx

set clk_period 2.1
set clk_io_pct 0.2

create_clock -name clk0 -period $clk_period [get_ports {rxclk}]

set non_clock_inputs [all_inputs -no_clocks]
set_input_delay [expr $clk_period * $clk_io_pct] -clock clk0 $non_clock_inputs
set_output_delay [expr $clk_period * $clk_io_pct] -clock clk0 [all_outputs]
==> metrics.csv <==
stage,metric,value,unit
global_routing,first-pass GRT wire length,6.06,mm
drt,WL/cell,11.7,um
power_and_ir_drop,maximum vdd drop,0.383,mV
floorplanning,Die Y,110,um
timing,Final Cycle Share,141,%
cells_and_area,Final Util,30.8,%
power_and_ir_drop,combinational cell fraction of total power,17.1,%
timing,Tmin final,2.96,ns
power_and_ir_drop,Seq pwr share,48.9,%
timing,"Slew Viols, Final",0,
place,GPL Wtd Cong,0.857,
floorplanning,chip area,0.0121,sq mm
timing,Max Clk Rate,338,MHz
timing,measured slew at the worst slew-check pin,0.431,ns
hold_path,worst min path class,flip-flop to flip-flop,
drt,Antenna Nets Post-Route,0,
yosys,Area leader share,36.4,%
worst_setup_path,critical path's top delay family,simple AND/OR/NAND/NOR gates,
cts,Clock Path Buffers,2,
worst_setup_path,worst endpoint required time,2.27,ns
cts,clock latency (worst-skew pair),0.27,ns
cts,Hold Buf Count CTS,0,
global_routing,largest net degree at the start of global routing,29,
timing,Hold WS,0.360,ns
cells_and_area,share of layout cells above drive strength 1,43.9,%
global_routing,Total GRT Usage,5.96,%
yosys,Yosys chip area,0.00172,sq mm
floorplanning,Rows,32,
place,Buffers on Ports,13,
drt,"wirelength, routed",3.40,mm
floorplanning,io pins,14,
timing,final hold violations,0,
drt,drt initial violations,37,
yosys,mean area per synthesized cell,11.3,sq um
status,violated checks,setup timing,
worst_setup_path,Critical Path Max Stage Delay,0.40,ns
worst_setup_path,Buf/Inv on CP,3,
cts,CTS Buf Count,3,
cts,TritonCTS clock tree,built,
cts,Worst-path clk slew,0.09,ns
yosys,Synthesized registers,28,
floorplanning,core area,0.00781,sq mm
cts,# clock sinks,28,
yosys,yosys cell count,152,
floorplanning,Die Wd,110,um
floorplanning,Init Core Util,22.0,%
global_routing,total gr overflow,0,
worst_setup_path,CP endpoint kind,flip-flop,
power_and_ir_drop,leak pwr,0.00104,uW
drt,Antenna Cells,0,
timing,Slew Limit Headroom,71.3,%
drt,DRC,0,
power_and_ir_drop,Net Sw Power,298,uW
power_and_ir_drop,Power Density,511,mW/mm^2
cells_and_area,Fillers,779,
timing,unrepaired setup endpoints after global routing,true,
run,OpenROAD warning count,33,
status,outcome,finished with violations,
global_routing,initial antenna violation count,0,
timing,worst clock skew,0.00620,ns
cells_and_area,Area growth syn-to-layout,39.8,%
worst_setup_path,Worst EP arrival,3.12,ns
yosys,Post-Syn Area,0.00172,sq mm
drt,Vias,1190,
yosys,Synth area leader,dfrtp_1,
timing,Final Worst Setup Slack,-0.858,ns
yosys,Synth Instances,152,
worst_setup_path,crit-path cells,inv_2 > buf_4 > ha_2 > nor3b_2 > inv_1 > ha_1 > and4b_1 > and4_4 > nand4_4 > nor4b_4 > mux2_4,
power_and_ir_drop,Internal,929,uW
yosys,Synth Warn #,1,
worst_setup_path,Critical Path Slowest Stage Cell,dfrtp_1,
timing,final setup vio count,8,
run,# Max-Cap Violations,0,
power_and_ir_drop,switch share,24.3,%
yosys,Top cells by area,"dfrtp_1 36%, ha_1 10%, mux2_2 6.6%",
place,Post-DP HPWL,2.54,mm
power_and_ir_drop,Clock Power Share,33.9,%
cts,root buffer cell,clkbuf_8,
yosys,"Seq/Total Area, Yosys",41.0,%
cts,H-tree Lvls,1,
worst_setup_path,crit path max fanout,5,
drt,Pre-antenna DRT Iters,4,
worst_setup_path,critical path type,flip-flop to flip-flop,
global_routing,vias in the first global route,1305,
yosys,synth unique cells,43,
drt,DR vias/cell,4.09,
worst_setup_path,Critical Path Start Type,flip-flop,
## Yosys cell counts
library cell / instances
nor3b_2: 1
a32o_1: 1
and3b_1: 1
o21ai_0: 6
and4b_1: 1
buf_2: 1
nor4_2: 1
and4_4: 1
mux2i_1: 1
buf_4: 1
dfstp_2: 3
ha_1: 14
nor3_1: 3
dfrtp_1: 25
nand4_2: 1
a22o_1: 1
a21boi_2: 1
xnor2_1: 1
a21oi_1: 4
nor4b_2: 2
inv_1: 9
nor2b_2: 1
nor2_1: 6
nand2_1: 14
xnor2_4: 3
nand2_4: 1
mux2_2: 10
nand3_1: 9
nor4b_1: 2
xor2_2: 1
or3_1: 1
buf_6: 1
nor2_4: 2
nor4_1: 4
mux2_1: 6
a211oi_1: 1
nand3b_1: 2
nor3b_1: 2
nand4b_1: 1
a31oi_1: 1
nand2b_1: 1
clkbuf_1: 2
and2_1: 2
## power groups by stage
stage         Sequential, uW  Combinational, uW  Clock, uW
CTS                      601                200        435
global route             607                235        455
finish                   601                210        416
## routing by layer
metal	vias to the layer above	GRT usage (%)	wire length, um
li1	610	-	-
met1	571	8.41	1710
met2	7	9.82	1590
met3	2	0.940	79
met4	0	0.558	21
met5	-	0	0
## layout by cell type, fill, tap and decap left out, types with 5 or more instances in the layout
cell,n
buf_4,25
dfrtp_1,24
nand2_1,14
clkdlybuf4s50_1,13
mux2_2,9
ha_1,8
inv_1,6
o21ai_0,6
nand3_1,5
nor2_1,5
## through the flow
step	worst slack, ns	instance area, sq um	std cells	power, uW	setup TNS, ns
after floorplan	-0.874	1810	152	740	-6.47
after detailed placement	-0.883	2200	285	803	-6.59
after global placement	-0.875	2200	285	800	-6.40
final	-0.858	2400	291	1230	-6.23
after global routing	-1.04	2400	291	1300	-7.64
after CTS	-0.865	2360	289	1240	-6.30
## final cells by class
type | instances | area, sq um | area share (%)
Clock buffer | 3 | 41.3 | 1.72
Clock inverter | 1 | 30.0 | 1.25
Sequential cell | 28 | 706 | 29.4
Multi-Input combinational cell | 110 | 1150 | 47.7
Inverter | 9 | 33.8 | 1.41
Tap cell | 102 | 128 | 5.31
Timing Repair Buffer | 38 | 318 | 13.2
## worst reg2reg max path: stages, from the launching register on
cell and delay (ns):
dfrtp_1 0.40, inv_2 0.10, buf_4 0.12, ha_2 0.22
nor3b_2 0.20, inv_1 0.20, ha_1 0.36, and4b_1 0.26
and4_4 0.27, nand4_4 0.12, nor4b_4 0.30, mux2_4 0.32
## repair_timing
item / 4_1_cts / 5_1_grt
resized: 12 / 5
pin swaps: 12 / 3
endpoints found under the setup margin: 8 / 9
buffers inserted: 0 / 2
## kinds of logic (layout without fill, tap and decap cells)
family	count (synthesis)	in the layout	share of synthesized area [%]
AOI/OAI and AO/OA	15	15	5.46
DFF	28	28	41.0
xor gates and xnor gates	5	5	6.26
muxes	17	17	11.1
adders and majority gates	14	14	10.2
and+or+nand+nor	59	59	22.2
buffers and inverters	14	51	3.79
## path summary, 6_finish.rpt
| kind | start | to | slack [ns] | cells after the start |
|---|---|---|---|---|
| worst max register to register | rx_cnt[1] | rx_reg[7] | -0.86 | 11 |
| worst max-delay path | rx_cnt[1] | rx_reg[7] | -0.86 | 11 |
| max in group asynchronous | reset | rx_empty | 1.30 | 3 |
| worst min register to register | rx_d1 | rx_d2 | 0.36 | 0 |
| worst min-delay path | rx_d1 | rx_d2 | 0.36 | 0 |
| min in group asynchronous | reset | rx_data[5] | 0.50 | 3 |
No activity file was given, so power comes from the tool's default toggle rates.
